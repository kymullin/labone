<file path="./run.sh">
#!/bin/bash
# OpenROAD 26Q1-2900-gdf79404cd8, Yosys 0.63+post, stock flow scripts
make -C /OpenROAD-flow-scripts/flow DESIGN_CONFIG=/design/flow/config.mk WORK_HOME=/design/flow/orfs finish
</file>
<file path="./design.v">
module materialSystem(
    input CLK,
    input trigger,
    input [11:0] digitalTemp,
    input ready,
    output reg correctStation = 0, 
    output reg controlEM = 0,
    output reg controlServo = 0
);
    localparam [3:0] IDLE           = 4'h0;
    localparam [3:0] READ           = 4'h1;
    localparam [3:0] CORRECT        = 4'h2;
    localparam [3:0] Delay          = 4'h3;
    localparam [3:0] LeaveDropoff   = 4'h4;
    localparam [3:0] FINDPICKUP     = 4'h5;
    localparam [3:0] PICKUP         = 4'h6;
    localparam [3:0] leavePickup    = 4'h7;
    localparam [1:0] START  = 2'd0;
    localparam [1:0] HOT    = 2'd1;
    localparam [1:0] COLD   = 2'd2;
    localparam [1:0] FINISH = 2'd3;
    localparam  UP = 0, DOWN = 1,  
                ON = 1, OFF  = 0;  
     localparam prd1 = 50;  
    localparam Threshold1 = 1200;  
    localparam Threshold2 = 1900;  
    reg [7:0] divideCLK = prd1;  
    reg internalCLK = 0;  
    reg [3:0] state = IDLE;
    reg [1:0] station = START;
    always@(posedge CLK) begin
        divideCLK = divideCLK - 1;
        if (divideCLK == 0) begin
            divideCLK = prd1;
            internalCLK = ~internalCLK;
        end
    end
    always @(posedge internalCLK) begin
        case (state) 
            IDLE: begin
                controlServo   <= UP;
                correctStation <= 0;
                case (trigger)
                    0: begin
                        state <= IDLE;
                    end
                    1: begin
                        state <= READ;
                    end
                endcase
            end
            READ: begin
                if (ready == 1) begin  
                    case (station)
                        HOT: begin
                            if (digitalTemp < Threshold2)
                                state <= LeaveDropoff;  
                            else
                                state <= CORRECT;  
                        end
                        COLD: begin
                            if (digitalTemp > Threshold1)
                                state <= LeaveDropoff;  
                            else
                                state <= CORRECT;  
                        end
                        default: begin  
                            if (digitalTemp < Threshold1 || digitalTemp > Threshold2) begin
                                state <= Delay;  
                                end
                            else
                                state <= CORRECT;  
                        end
                    endcase
                end
            end
            CORRECT: begin
                controlEM  <= OFF;
                correctStation <= 1;
                station <= station + 1; 
                state   <= LeaveDropoff;
            end
            LeaveDropoff: begin
                state = (trigger == 0) ? FINDPICKUP : LeaveDropoff;
            end
            FINDPICKUP: begin  
                state <= (trigger == 1) ? PICKUP : FINDPICKUP;
            end
            PICKUP: begin  
                controlEM <= ON;
                controlServo <= (correctStation == 1) ? DOWN : UP;
                state <= (trigger == 1) ? PICKUP: IDLE;
            end
            default: begin
                state <= IDLE;
            end
        endcase
    end
endmodule
</file>
<file path="./config.mk">
export PLATFORM = sky130hd
export DESIGN_NAME = materialSystem
export DESIGN_NICKNAME = materialSystem
export VERILOG_FILES = /design/flow/design.v
export SDC_FILE = /design/flow/constraint.sdc
export NUM_CORES = 4
export LEC_CHECK = 1
export CORE_AREA = 10 10 100 100
export DIE_AREA = 0 0 110 110
</file>
<file path="./constraint.sdc">
current_design materialSystem

set clk_period 2.9
set clk_io_pct 0.2

create_clock -name clk0 -period $clk_period [get_ports {CLK}]

set non_clock_inputs [all_inputs -no_clocks]
set_input_delay [expr $clk_period * $clk_io_pct] -clock clk0 $non_clock_inputs
set_output_delay [expr $clk_period * $clk_io_pct] -clock clk0 [all_outputs]
</file>
==> results.txt <==
run metrics: Post-CTS Setup Bufs 0, post-cts sizing count 0, Worst slew margin 0.776, Max Buffers Root-to-Sink 2, gr usage total 0.0314, Final period util 0.675, pin count of the biggest net entering global routing 12, Setup Skew 1.03 ps, htree depth 1, logic gate share of total power 0.119, Worst-Margin Slew 332 ps, crit end category flop, top-count cell post-synth edfxtp_1, die area 12100 µm², Critical Path, Cell by Cell inv_1, ha_1, or3b_1, o31ai_1, nand4b_1, nor2_1, hold_buf cts 0, ys flops 17, ANT cells 0, Fin. Hold Viols 0, Worst EP required 2830 ps, top cells by count 9 x edfxtp_1, 8 x dfxtp_1, 7 x inv_1, GR Overflow Total 0, Async SR Flop Fraction 0, clock share of power 0.464, logic area 494 µm², PD cells 235 nW/µm², post-route ant nets 0, Crit Path Max Fanout 5, Residual DRC 0, pre-CTS setup slack 938 ps, vias in the first global route 722, first-pass GRT wire length 3.18 mm, crit-path max cell delay 400 ps, CP startpoint kind flop, Yosys cell types 37, Reg area 430 µm², Commonest flop edfxtp_1, hpwl dp 1.58 mm, Yosys Instances 93, post-synthesis cell count 93, number of enable flip-flop cells 9, fmax 510 MHz, Routed WL 1.89 mm, IO buf count 17, Area growth, synth to finish 35.5%, Synth area leader edfxtp_1, CTS Buf Count 3, IO Count 18, clock latency (worst-skew pair) 230 ps, count of tool warnings 27, switching share of power 0.192, FP Rows 32, Avg Synthesized Cell Area 10.3 µm², Die Ht 110 µm, vias per cell 3.45, Pint 0.000245 W, number of fill cells 864, post-route setup slack 941 ps, fraction of layout cells with a size suffix above 1 0.0531, Tmin final 1960 ps, Area leader share 0.283, Routed WL per cell 8.80 µm, endpoints left unconstrained 19, CTS root buf clkbuf_8, initial antenna violation count 0, yosys stat area 955 µm², number of max-cap violations 0, TritonCTS clock tree yes, Core Area 7810 µm², Hold Crit Class flop to flop, TritonRoute pass-1 iters 4, Critical Path AT 1890 ps, register pins left without a clock 8, sequential share of the synthesized area 0.451, sw power 0.0000585 W, Init Core Util 0.122, Setup-failing EPs final 0, status completed, Setup CP Type flop to flop, Lkg Pwr 0.467 nW, initial DRC count 19, CP max stage cell or3b_1, register share of total power 0.416, Ys Warns 1, RSZ-0062 raised after global routing no, Setup Total Neg Slack 0 ps, global placement routability congestion 0.806, Die W 110 µm, via count 741, Worst-path clk slew 40 ps, Cell area leaders edfxtp_1 28%, dfxtp_1 17%, ha_1 5.2%, Slew Viols, Final 0, maximum vdd ir drop 0.000205 V, mapped cell area 955 µm²
path summary, 6_finish.rpt:
path / startpoint / to / slack [ps] / cells past startpoint
worst max-delay path: divideCLK[0] / internalCLK / 940 / 6
worst min-delay path: divideCLK[3] / divideCLK[3] / 490 / 2
worst max register to register: divideCLK[0] / internalCLK / 940 / 6
worst min register to register: divideCLK[3] / divideCLK[3] / 490 / 2
metrics by stage:
stage	utilization	power, W	hold WS, ps	cells	area (µm²)
floorplan	-	0.000140	454	93	955
global placement	0.160	0.000165	506	211	1250
detailed placement	0.160	0.000165	483	211	1250
CTS	0.166	0.000309	492	215	1290
global route	0.166	0.000320	510	215	1290
finish	0.166	0.000304	492	215	1290
layout by cell type (no fill, tap or decap):
cell              n
a21oi_1           5
a311o_1           1
and2_1            4
and3_1            1
and4_1            1
clkbuf_1          1
clkbuf_8          3
clkdlybuf4s50_1  17
dfxtp_1           8
edfxtp_1          9
ha_1              4
inv_1             7
mux2i_1           1
nand2_1           3
nand2b_1          2
nand3_1           4
nand4_1           1
nand4b_1          1
nor2_1            4
nor2b_1           3
nor3_1            2
nor4_4            1
nor4b_1           3
nor4bb_1          2
o211ai_1          2
o21a_1            1
o21ai_0           4
o21ai_1           2
o22ai_1           1
o2bb2ai_1         1
o31a_1            1
o31ai_1           2
or3_1             3
or3b_1            1
or4_1             1
or4_4             1
xnor2_1           1
xor2_1            3
xor2_2            1
cells by family after synthesis:
group | count (synthesis) | share of synthesized area
buffers and inverters | 8 | 0.0315
adders and majority gates | 4 | 0.0524
and+or+nand+nor | 38 | 0.269
DFF | 17 | 0.451
AOI/OAI and AO/OA | 20 | 0.132
muxes | 1 | 0.0105
xor gates and xnor gates | 5 | 0.0537
power groups by stage:
stage / clock (W) / sequential (W) / combinational [W]
4_1_cts: 0.000146 / 0.000126 / 0.0000366
5_1_grt: 0.000154 / 0.000126 / 0.0000397
6_report: 0.000141 / 0.000126 / 0.0000363
critical path: cells and delay by family, from the launching register on:
kind                     cells  cell delay [ps]
adder cells (fa/ha/maj)      1              170
buffers and inverters        1               80
AND/OR/NAND/NOR              3              810
flip-flops                   1              330
AND-OR/OR-AND                1              270
layer usage:
| metal | wire length, µm | GRT usage |
|---|---|---|
| met3 | 114 | 0.0106 |
| met4 | 0 | 0.000929 |
| met5 | 0 | 0 |
| met2 | 849 | 0.0521 |
| met1 | 927 | 0.0413 |
layout make-up:
| cell class | count | area share |
|---|---|---|
| Multi-Input combinational cell | 68 | 0.382 |
| Tap cell | 102 | 0.0986 |
| Clock buffer | 4 | 0.0348 |
| Sequential cell | 17 | 0.333 |
| Inverter | 7 | 0.0203 |
| Timing Repair Buffer | 17 | 0.132 |
state kept, by name, indices dropped and copies added (netlist names):
name / cells
controlEM: 1
controlServo: 1
correctStation: 1
divideCLK: 8
internalCLK: 1
state: 3
station: 2
Power is estimated from default activity; no workload was simulated.
