$ cat config.mk
export PLATFORM = sky130hd
export DESIGN_NAME = SSegDriver
export DESIGN_NICKNAME = SSegDriver
export VERILOG_FILES = /design/flow/design.v
export SDC_FILE = /design/flow/constraint.sdc
export NUM_CORES = 4
export LEC_CHECK = 1
export CORE_UTILIZATION = 30
$ cat constraint.sdc
current_design SSegDriver

set clk_period 2.3
set clk_io_pct 0.2

create_clock -name clk0 -period $clk_period [get_ports {CLK}]

set non_clock_inputs [all_inputs -no_clocks]
set_input_delay [expr $clk_period * $clk_io_pct] -clock clk0 $non_clock_inputs
set_output_delay [expr $clk_period * $clk_io_pct] -clock clk0 [all_outputs]
$ cat design.v
module SSegDriver(
    input CLK,
    input CorrectStation,
    input [11:0] digitalTemp,
    input ready,
    output reg [7:0] decimalTemp = 0,
    output display);
    reg [11:0] capture = 0;
    reg [7:0]  y = 0;
    reg busy = 0;
    localparam IDLE =        0;
    localparam CAPTURE =     1;
    localparam DIVISION =    2;
    localparam OUTPUT =      3;
    reg [2:0] state = IDLE;
    assign display = CorrectStation;
    always@(posedge CLK) begin
        case (state)
            IDLE: begin
                case (CorrectStation) 
                    0: state = IDLE;
                    1: state = CAPTURE;
                endcase
            end
            CAPTURE: begin
                busy    <= 1;
                y       <= 0;
                decimalTemp = 8'hFF; 
                case (ready)
                    0: begin  
                        capture <= 0;
                        state   <= CAPTURE;
                    end
                    1: begin
                        capture = digitalTemp;
                        state   <= (capture >= 68) ? DIVISION : OUTPUT;
                    end
                endcase
            end
            DIVISION: begin
                capture = capture - 68;
                case (y[3:0]) 
                    9: begin
                        y[3:0] = 0;
                        y[7:4] = y[7:4] + 1;
                    end
                    default: y = y + 1;
                endcase
                state = (capture >= 68) ? DIVISION : OUTPUT;
            end
            OUTPUT: begin
                busy <= 0;
                decimalTemp <= y;
                case (CorrectStation)
                    0: state = IDLE; 
                    1: state = OUTPUT; 
                endcase
            end
            default: begin  
                busy        <= 0;
                y           <= 0;
                decimalTemp <= 8'hFF;
                capture     <= 0;
                state       <= IDLE; 
            end
        endcase
    end
endmodule
$ cat run.sh
#!/bin/bash
# OpenROAD 26Q1-2900-gdf79404cd8, Yosys 0.63+post, stock flow scripts
make -C /OpenROAD-flow-scripts/flow DESIGN_CONFIG=/design/flow/config.mk WORK_HOME=/design/flow/orfs finish
==> results_dict.tcl <==
# collected from the flow reports
set metrics [dict create \
    outcome "finished, final reports clean" \
    ys_seq_share_pct 54.6 \
    most_common_cell "edfxtp_1" \
    gp_congestion 0.831 \
    cts_root_buffer "clkbuf_8" \
    dpl-instance-area_mm2 0.00193 \
    synthCells 143 \
    slowest_delay_ps 440 \
    ant_nets 0 \
    viasPerCell 4.60 \
    cts.path.max_buffers 2 \
    powerDensity_mw_per_mm2 1340 \
    cts_sinks 30 \
    setup_viol 0 \
    syn-cell-area_mm2 0.00161 \
    vias 1114 \
    ys.warnings.count 1 \
    hold-worst-slack_ps 568 \
    dp_hpwl_um 2090 \
    fp-utilization_pct 31.4 \
    reg2reg_depth 7 \
    largest_area_cell "edfxtp_1" \
    tns_ps 0 \
    arrival_ps 2240 \
    area_leaders "edfxtp_1, ha_1, nand2_1" \
    antenna_found_initial 0 \
    endpoint_kind "flop" \
    finalCritPeriodShare_pct 88.3 \
    rows 26 \
    grt_pass1_wl_um 4880 \
    ir_worst_vdd_v 0.000349 \
    final_core_util_pct 39.1 \
    leakagePower_nw 0.695 \
    hold-path-cell-count 1 \
    yosys_cells 143 \
    worst-path-max-fanout 5 \
    edf_count 28 \
    fmax_mhz 492 \
    drc_errors 0 \
    hold_violations 0 \
    boundaryPins 24 \
    max_slew_margin_pct 73.8 \
    drv_slew 0 \
    clock_skew_ps 4.15 \
    synth_top_flop_cell "edfxtp_1" \
    port_buffers 23 \
    die_area_mm2 0.00567 \
    rsz0062_at_grt "no" \
    avgSynthCellArea_um2 11.3 \
    stdcell_area_mm2 0.00201 \
    coreArea_mm2 0.00514 \
    hold_buffers 0 \
    final_cells 242 \
    clk_pin_slew_ps 60 \
    worstSetupPathType "flop to flop" \
    hp-class "flop to flop" \
    wl_per_cell_um 11.8 \
    htree_levels 2 \
    grt_overflow 0 \
    ys_area_mm2 0.00161 \
    die_h_um 75.3 \
    critPathSlowestCell "edfxtp_1" \
    insertedDiodeCount 0 \
    grt_pass1_vias 1071 \
    critPathLaunchType "flop" \
    yosys.area.top_type_share_pct 52.1 \
    worst_pin_slew_ps 393 \
    wirelength_um 2860 \
    dr.pass1.iters 4 \
    drt-initial-drc-count 70 \
    path_cells "inv_1 > ha_1 > or3b_4 > a2111oi_4 > xnor2_1 > nand4_1 > o21ai_1" \
    required_ps 2510 \
    async_reset_ff_share_pct 0 \
    synthDistinctLibCells 30 \
    fp.dieW_um 75.3 \
    area_growth_pct 24.7 \
    cts_setup_buffers 0 \
    cts-resized-gates 0 \
    insertion_delay_ps 280 \
    period_needed_ps 2030 \
    track_usage_pct 11.8 \
    ys_ff 30 \
    cts_tree "done" \
    warnings 31 \
    drive_gt1_share_pct 5.81 \
    common_cells "edfxtp_1, nand2_1, o21ai_0, ha_1, xnor2_1" \
    max_cap_violations 0 \
    cts_buffers 5 \
    dp_cells 235 \
    grt_start_max_net_pins 16 \
]
worst paths after layout:
check                   from             end  slack [ps]
setup / recovery  capture[2]        state[0]         270
hold / removal          y[7]  decimalTemp[7]         570
setup reg to reg  capture[2]        state[0]         270
hold reg to reg         y[7]  decimalTemp[7]         570
power breakdown:
group | total [W] | switching, W | internal (W)
logic | 0.00111 | 0.000602 | 0.000506
clock network | 0.000383 | 0.000176 | 0.000208
registers | 0.00120 | 0.000223 | 0.000977
total | 0.00269 | 0.00100 | 0.00169
flip-flops by register name (all words and copies together), names as in the netlist:
| name | cells |
|---|---|
| capture | 12 |
| decimalTemp | 8 |
| state | 2 |
| y | 8 |
through the flow:
stage | total power, W | setup slack, ps
finish | 0.00269 | 269
floorplan | 0.00193 | 373
global route | 0.00291 | 92.6
CTS | 0.00271 | 277
global placement | 0.00233 | 313
detailed placement | 0.00231 | 266
metal layers:
metal	vias up	track usage (%)	part of all wire, %
li1	561	-	-
met1	523	17.5	48
met2	23	18.8	47
met3	7	2.68	3.2
met4	0	1.85	1.9
met5	-	0	0
cell type report:
class	instances	area, µm²
well taps	70	87.6
inverters	5	18.8
clock buffers	7	76.3
flip-flops and latches	30	881
fillers	507	3130
repair buffers	26	253
multi-input cells	104	694
kinds of logic after synthesis:
kind of cell,Yosys count,synth area share (%)
adders and majority gates,10,7.76
xor gates and xnor gates,13,7.06
and+or+nand+nor,55,16.8
AOI/OAI and AO/OA,25,10.9
buffers and inverters,9,2.33
DFF,30,54.6
muxes,1,0.621
worst max-delay path, delay by kind of cell (launching register included):
| kind | cells | cell delay [ps] |
|---|---|---|
| AOI/OAI and AO/OA | 2 | 500 |
| adders and majority gates | 1 | 180 |
| and+or+nand+nor | 2 | 550 |
| buffers and inverters | 1 | 110 |
| xor gates and xnor gates | 1 | 190 |
| DFF | 1 | 440 |
layout by cell type, fill, tap and decap left out:
cell and instances:
a41o_1 1, a2111oi_4 1, and3_1 1, xnor2_1 9, o21a_1 1, a21boi_0 1
or3b_4 1, nor3b_1 1, inv_1 5, nor3_1 2, nor2b_1 1, a221o_1 1
and2_1 6, buf_4 3, ha_1 10, clkbuf_1 2, dfxtp_1 2, clkbuf_8 5
mux2i_1 1, o21ai_1 2, nand2_1 21, clkdlybuf4s50_1 23, xor2_1 4, o21ai_0 11
o41ai_1 2, nand2b_1 8, nor2_1 8, nand4_1 2, a21oi_1 4, o311a_1 1
edfxtp_1 28, nand3_1 4
Power is estimated from default activity; no workload was simulated.
