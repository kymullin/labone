==> /design/flow/config.mk <==
export PLATFORM = sky130hd
export DESIGN_NAME = SSEG_Display
export DESIGN_NICKNAME = SSEG_Display
export VERILOG_FILES = /design/flow/design.v
export SDC_FILE = /design/flow/constraint.sdc
export NUM_CORES = 4
export LEC_CHECK = 1
export CORE_AREA = 10 10 75 75
export DIE_AREA = 0 0 85 85
==> /design/flow/constraint.sdc <==
current_design SSEG_Display

set clk_period 2.5
set clk_io_pct 0.2

create_clock -name clk0 -period $clk_period [get_ports {displayCLK}]

set non_clock_inputs [all_inputs -no_clocks]
set_input_delay [expr $clk_period * $clk_io_pct] -clock clk0 $non_clock_inputs
set_output_delay [expr $clk_period * $clk_io_pct] -clock clk0 [all_outputs]
==> /design/flow/design.v <==
module SSEG_Display(
    input displayCLK, display,
    input [7:0] decimalTemp,
    output [3:0] A,
    output reg [7:0] sseg = 8'hFF
    );
    reg [1:0] ASEL = 0; 
    always@(posedge displayCLK) begin
        ASEL = ASEL + 1;
    end
    wire [7:0] SSEG3, SSEG2;
    digitDriver Digit3(decimalTemp[7:4], SSEG3);
    digitDriver Digit2(decimalTemp[3:0], SSEG2);
    reg [7:0] SSEG1 = 8'b11111111;  
    reg [7:0] SSEG0 = 8'b01100011;  
    always@(ASEL, SSEG2, SSEG3) begin 
        case (ASEL)
            0: sseg <= SSEG0;
            1: sseg <= SSEG1;
            2: sseg <= SSEG2;
            3: sseg <= SSEG3;
        endcase
    end
    assign A[3] = ~(display &  ASEL[1] &  ASEL[0]);
    assign A[2] = ~(display &  ASEL[1] & ~ASEL[0]);
    assign A[1] = ~(display & ~ASEL[1] &  ASEL[0]);
    assign A[0] = ~(display & ~ASEL[1] & ~ASEL[0]);
endmodule
module digitDriver(
    input [3:0] num,
    output reg [7:0] SSEG
);
    always@(num) begin
        case (num)
            0:  SSEG <= 8'b00000011;
            1:  SSEG <= 8'b10011111;
            2:  SSEG <= 8'b00100101;
            3:  SSEG <= 8'b00001101;
            4:  SSEG <= 8'b10011001;
            5:  SSEG <= 8'b01001001;
            6:  SSEG <= 8'b01000001;
            7:  SSEG <= 8'b00011111;
            8:  SSEG <= 8'b00000001;
            9:  SSEG <= 8'b00001001;
            10: SSEG <= 8'b01111110; 
            11: SSEG <= 8'b10111110;
            12: SSEG <= 8'b11011110;
            13: SSEG <= 8'b11101110;
            14: SSEG <= 8'b11110110;
            15: SSEG <= 8'b11111111;  
        endcase
    end
endmodule
==> /design/flow/run.sh <==
#!/bin/bash
# OpenROAD 26Q1-2900-gdf79404cd8, Yosys 0.63+post, stock flow scripts
make -C /OpenROAD-flow-scripts/flow DESIGN_CONFIG=/design/flow/config.mk WORK_HOME=/design/flow/orfs finish
==> out/results.ini <==
[logic_synthesis]
ys.flop_type=dfxtp_1
syn-cell-area_um2=695.7
yosysCellCount=96
async_flop_share_pct=0
synth-seq-area-share_pct=5.755
edf_count=0
yosysChipArea_um2=695.7
synth_flop_count=2
synth_dominant_cell_count=ha_1
top_cell_area_share_pct=23.38
syn_area_per_cell_um2=7.247
netlist_instances=96
synth_cell_types=30
area_leaders=ha_1, mux2i_1, o21ai_1, dfxtp_1, inv_1
synthTopCellsByCount=ha_1, inv_1, o21ai_1
ys_warn_count=2
yosysTopAreaCell=ha_1

[floorplanning]
ios=22
die_w_um=85
core-area_mm2=0.004058
chipArea_mm2=0.007225
rows=23
fp_util_pct=17.14
die_h_um=85

[critical_path]
end_kind=output port
crit_required_ns=2.00
path_class=primary input to output port
crit_arrival_ns=1.86
worst-path-max-fanout=3
critPathLaunchType=primary input

[cells_and_area]
fillCellCount=431
largest_reg_flops=2
flop_area_um2=40.04
final-comb-area_um2=635.6
areaGrowthSynthToFinish_pct=71.22
drive_gt1_share_pct=31.65

[sta]
hold_viol=0
rsz0062_at_grt=no
slew_headroom_pct=63.49
finalSetupViolations=0
fmaxAchievable_ghz=0.4245
finClkSkew_ns=0.00004555
finalMaxSlewViolations=0
final.setup.tns_ns=0
period_minus_slack_ns=2.355
post-route-period-util_pct=94.22
tightest_slew_ns=0.5456

[clocking]
htreeDepth=1
clock_path_buffers=2
cts_setup_buffers=0
cts_sinks=2
cts_root_buf=clkbuf_8
clkTransAtPathRegs_ns=0.03
cts_buffers=3
tritoncts=yes
holdBufCountCts=0
clk-insertion-delay-late_ns=0.21

[global_route]
grt_usage_pct=5.778
grt_pass1_wl_mm=3.663
grt_overflow_total=0
grt_pass1_vias=802
antenna_found_initial=0
grt_max_degree=10

[drt]
postRouteAntennaNets=0
drtIter0Drc=43
num_vias=815
vias_per_cell=4.312
drt-wirelength-per-cell_um=11.82
diodes=0
drt_pass1_iterations=4
drc=0
wirelength_mm=2.234

[power]
power_mw=0.2717
ir_drop_mv=0.2325
leakage_nw=0.5358
power.density_mw_per_mm2=228.1

[placed_design]
dp_hpwl_mm=1.751
place_congestion=0.8428
io_buffers=21

[run_status]
status=finished, final reports clean

[min_path]
hp-class=flip-flop to flip-flop

[job]
cap_viol_max_count=0
warnings=35

==> kinds of logic after synthesis <==
family | count (synthesis) | share of synthesized area, %
AND/OR/NAND/NOR | 20 | 14.03
flip-flops | 2 | 5.756
buffers and inverters | 15 | 10.61
adder cells (fa/ha/maj) | 13 | 23.38
multiplexers | 6 | 8.813
AND-OR/OR-AND | 40 | 37.41
==> power breakdown <==
group / switching, mW / internal, mW
Clock: 0.0270 / 0.102
Sequential: 0 / 0.0322
Combinational: 0.0510 / 0.0595
==> worst max-delay path, stage by stage <==
cell           delay, ns
dlygate4sd2_1       0.26
buf_4               0.13
ha_2                0.19
nor2b_4             0.12
o21ai_1             0.08
a22oi_1             0.21
a21oi_1             0.10
dlygate4sd2_1       0.26
==> per-stage QoR <==
stage                     utilization (%)  setup slack (ns)  cell area, um^2  std cells  hold slack (ns)
final                               29.36            0.1446             1191        189           0.5378
after global routing                29.36           0.02247             1191        189           0.5778
after CTS                           28.77           0.03323             1167        188           0.5260
after detailed placement            27.14           -0.4760             1101        185           0.5190
after global placement              27.14           -0.4387             1101        185           0.5253
after floorplan                         -            0.6187            695.7         96           0.4708
==> layer usage <==
layer / track usage [%] / share of wire [%]
met5: 0 / 0
met4: 0.7485 / 0
met3: 2.119 / 6.6
met2: 8.787 / 42
met1: 7.770 / 51
==> layout by cell type, fill, tap and decap left out, drive strengths merged <==
master         count
a211o              1
a211oi             1
a21boi             1
a21o               1
a21oi              6
a221oi             1
a22oi              2
a31oi              5
buf               26
clkbuf             3
clkdlybuf4s15      1
clkdlybuf4s50      6
dfxtp              2
dlygate4sd2        9
dlymetal6s2s       2
ha                13
inv               11
mux2               1
mux2i              5
nand2              6
nand2b             2
nand3              3
nor2               4
nor2b              4
nor3               1
o211a              1
o211ai             2
o21ai             14
o21bai             3
o221ai             1
o22a               1
==> area by class of cell <==
class                   instances  area share (%)
clock buffers                   3           3.466
inverters                      11           3.466
multi-input cells              79           53.36
flip-flops and latches          2           3.361
well taps                      50           5.252
repair buffers                 44           31.09
==> final timing paths <==
kind / startpoint / endpoint / slack [ns] / depth (start not counted)
hold / removal: ASEL[0] / ASEL[0] / 0.54 / 1
setup reg to reg: ASEL[1] / ASEL[1] / 1.43 / 3
setup / recovery: decimalTemp[0] / sseg[1] / 0.14 / 8
hold reg to reg: ASEL[0] / ASEL[0] / 0.54 / 1
==> timing repair <==
item	4_1_cts	5_1_grt
resized	38	5
pin swaps	9	2
hold endpoints to repair	0	0
endpoints found under the setup margin	8	4
gates cloned	0	1
Power figures rest on the tool's default switching activity, not on a simulated workload.
